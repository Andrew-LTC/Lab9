**/design/flow/design.v**
```verilog
`timescale 1ns / 1ps
module Coin_FSM(
    input clk, reset_n,
    input c5, c10, c25, item_taken,
    output dispense, r5, r10, r20,
    output state0, state1, state2, state3, state4, state5, state6, state7, state8, state9    
    );
    reg [4:0] state_reg, state_next;
    localparam  s0 = 0, s1 = 1, s2 = 2, 
                s3 = 3, s4 = 4, s5 = 5, 
                s6 = 6, s7 = 7, s8 = 8, s9 = 9;
    always @(posedge clk, negedge reset_n)
    begin
        if(~reset_n)
            state_reg <= s0;
        else
            state_reg <= state_next;
    end 
    always @(*)
    begin
        case(state_reg)
            s0: if(c5)          state_next = s1;
                else if(c10)    state_next = s2;
                else if(c25)    state_next = s5;
                else            state_next = s0;
            s1: if(c5)          state_next = s2;
                else if(c10)    state_next = s3;
                else if(c25)    state_next = s6;
                else            state_next = s1;
            s2: if(c5)          state_next = s3;
                else if(c10)    state_next = s4;
                else if(c25)    state_next = s7;
                else            state_next = s2;
            s3: if(c5)          state_next = s4;
                else if(c10)    state_next = s5;
                else if(c25)    state_next = s8;
                else            state_next = s3;
            s4: if(c5)          state_next = s5;
                else if(c10)    state_next = s6;
                else if(c25)    state_next = s9;
                else            state_next = s4;
            s5: if(item_taken)  state_next = s0;
                else            state_next = s5;
            s6: if(item_taken)  state_next = s0;
                else            state_next = s6;
            s7: if(item_taken)  state_next = s0;
                else            state_next = s7;
            s8: if(item_taken)  state_next = s0;
                else            state_next = s8;
            s9: if(item_taken)  state_next = s0;
                else            state_next = s9;
            default: state_next = state_reg;
        endcase
    end
    assign dispense = ((state_reg == s5) | (state_reg == s6) | 
                        (state_reg == s7) | (state_reg == s8) |
                        (state_reg == s9));
    assign r5 = ((state_reg == s6) | (state_reg == s8));
    assign r10 = ((state_reg == s7) | (state_reg == s8));
    assign r20 = (state_reg == s9);
    assign state0 = (state_reg == s0);
    assign state1 = (state_reg == s1);
    assign state2 = (state_reg == s2);
    assign state3 = (state_reg == s3);
    assign state4 = (state_reg == s4);
    assign state5 = (state_reg == s5);
    assign state6 = (state_reg == s6);
    assign state7 = (state_reg == s7);
    assign state8 = (state_reg == s8);
    assign state9 = (state_reg == s9);
endmodule
```
**/design/flow/config.mk**
```make
export PLATFORM = sky130hd
export DESIGN_NAME = Coin_FSM
export DESIGN_NICKNAME = Coin_FSM
export VERILOG_FILES = /design/flow/design.v
export SDC_FILE = /design/flow/constraint.sdc
export NUM_CORES = 4
export LEC_CHECK = 1
export CORE_AREA = 10 10 75 75
export DIE_AREA = 0 0 85 85
```
**/design/flow/constraint.sdc**
```tcl
current_design Coin_FSM

set clk_period 1.5
set clk_io_pct 0.2

create_clock -name clk0 -period $clk_period [get_ports {clk}]

set non_clock_inputs [all_inputs -no_clocks]
set_input_delay [expr $clk_period * $clk_io_pct] -clock clk0 $non_clock_inputs
set_output_delay [expr $clk_period * $clk_io_pct] -clock clk0 [all_outputs]
```
**/design/flow/run.sh**
```bash
#!/bin/bash
# OpenROAD 26Q1-2900-gdf79404cd8, Yosys 0.63+post, stock flow scripts
make -C /OpenROAD-flow-scripts/flow DESIGN_CONFIG=/design/flow/config.mk WORK_HOME=/design/flow/orfs finish
```
==> run notes <==
Results of the run.

The run finished, with violations left. The checks that failed: negative setup slack. The count of TritonRoute iterations in the first routing pass is 4. The critical path required time is between 1 and 1.5 ns. Relative to the synthesized area, the layout overhead comes to 95.6%. The top cell type by total area after synthesis is sky130_fd_sc_hd__dfrtp_1. The pin count of the biggest net entering global routing is 11. For this run the top cell type by instance count after synthesis was sky130_fd_sc_hd__dfrtp_1. The share of the Yosys chip area taken by registers is between 50 and 60%. The post-synthesis cell count is 44. The endpoint class of the critical path is an output port. The routed wirelength on the met1 layer is recorded as 763 um.

Detailed routing inserted a total of ~480 vias. The total number of warnings across the stage logs is 27. In the post-synthesis netlist, the biggest area contributors are sky130_fd_sc_hd__dfrtp_1 50%, sky130_fd_sc_hd__a32o_1 8.8%, sky130_fd_sc_hd__a22oi_1 6.6%. Across the run, the number of max-cap violations was 0.

After detailed routing, the number of vias per cell comes to around 3.6. Of the cells placed in the final design, the portion with a size suffix greater than 1 is 37.0%. The design internal power is roughly 0.00052 W. The final timing report counts setup violations totalling 1. The routed wirelength normalized by instance count is 11.9 um.

The mean instance size in the synthesized netlist is approximately 10 sq um. Combinational logic burns 6.8% of the power. The number of cell instances on the worst register-to-register path is 4. For the final routed database, the setup TNS stands at -0.212 ns. The nature of the critical path startpoint is a register. The remaining global-route overflow is 0. The half-perimeter wire length after detailed placement is ~1.2 mm. Per the post-route antenna check, the number of violating nets is 0. The die is 85 um tall. The post-layout period usage of the worst path is 114%. The first-iteration detailed-routing DRC count is ~45. The count of different cell masters after synthesis is 17.

The final weighted congestion in routability-driven placement is 0.808. According to the floorplan report, the die width is between 80 and 90 um. Sequential cells account for 41.6% of the total power.

The worst reg-to-reg setup slack is 0.04 ns. The buffer_ports step reported a buffer count of 19. The post-route core utilization is 21.9%. The placeable core region is about 4000 sq um.

The number of cells in the yosys synthesis report is between 40 and 50. The number of antenna violations at the first check in global routing is 0. The worst supply voltage drop on vdd is 0.331 mV. After layout, the design draws a total of approximately 0.00065 W.

The launch point of the worst register-to-register path is recorded as state_reg[1]$_DFF_PN0_. The minimum period implied by the final worst setup slack is 1.71 ns. The number of global-route vias before repair is 470. The first-pass GRT wire length is roughly 2.5 mm.

The final antenna diode tally reported by the flow is 0. The level count of the clock H-tree is 1. The post-synth count of flops with an enable pin is 0. The final hold violation count recorded for this run is 0. The area of the mapped netlist is 454 sq um. The class of the worst hold path is in -> async.

The kind of critical path is reg -> out. The area share of the largest cell type after synthesis is 49.6%. The number of design rule violations left after detail routing is 0. The destination of the worst register-to-register timing path is state_reg[0]$_DFF_PN1_. The length of routed met2 wiring is 590 um.

The floorplan core density is between 10% and 20%. The highest metal layer with signal wires is met3. STA lists the maximum fanout along the critical path as 2.

The met3 wire length is 202 um. The cell at the root of the clock tree is sky130_fd_sc_hd__clkbuf_8. The number of flip-flops in the largest register is 10. Of the total power, the clock network draws 51.5%.

Net switching is 19.6% of the power. Yosys reported that registers with async set or reset make up around 100%. After layout, the setup clock skew is reported as 0.00106 ns. The dominant register cell in the synthesized netlist is sky130_fd_sc_hd__dfrtp_1. The routed design has 1.56 mm of wire. The total CTS buffers is 3. TritonCTS built the clock tree. Across every metal layer, demand over resource in global routing totals under 10%. After synthesis the netlist holds a flip-flop and latch count of 10. CTS saw 10 sinks. The post-CTS clock slew at the launch and capture registers of the worst setup and hold paths is ~0.050 ns. The boundary pin count is 20. The relative slew slack is 68.5%. At the pin with the least slew margin, the transition time is 0.471 ns.

The worst hold-check slack is 0.390 ns. The critical path data arrival time is 1.41 ns. The number of cell rows is 23. The number of max-slew violations in the final report is 0. The switching power summed over all nets is approximately 0.00013 W. Setup slack on the critical path of the routed design comes to -0.212 ns.

The area of the synthesized netlist per yosys stat is 454 sq um. The final design instance area without fill is 888 sq um. Counting instances in the post-synthesis netlist gives the leading cell types as 9 x sky130_fd_sc_hd__dfrtp_1, 7 x sky130_fd_sc_hd__nand2_1, 5 x sky130_fd_sc_hd__o21ai_0.

After floorplanning, the die was sized to cover 7230 sq um. Looking at the clock tree report, the maximum root-to-sink buffer count equals 2. The number of warnings issued by yosys is 1.

The power report puts the leakage power at 0.460 nW. The placement-stage cell area is 782 sq um. Setup repair after global routing could not meet its margin everywhere. The total power per unit cell area is approximately 730 nW/um^2.

Static timing analysis puts the maximum clock frequency at 0.584 GHz. The clock reaches the later pin of the worst-skew pair after roughly 0.23 ns.
## logic make-up (layout without fill, tap and decap cells)
logic type / after synthesis / count (layout) / synth area share [%]
compound gates: 15 / 15 / 24.0
buf+inv: 5 / 42 / 4.96
flops: 10 / 10 / 55.4
simple gates: 14 / 14 / 15.7
## layer usage
layer	GRT usage (%)	vias to the layer above
li1	-	240
met1	5.98	218
met2	5.25	20
met3	2.99	0
met4	0.299	0
met5	0	-
## power by group through the flow
stage	registers (W)	logic, W	clock network, W
finish	0.000271	0.0000444	0.000335
global route	0.000270	0.0000487	0.000367
CTS	0.000271	0.0000447	0.000340
## worst max-delay path, cell delays in order (launching register included)
cell and delay [ns]:
sky130_fd_sc_hd__dfrtp_1 0.38, sky130_fd_sc_hd__or2_1 0.25, sky130_fd_sc_hd__or4_4 0.42, sky130_fd_sc_hd__buf_2 0.13
## what timing repair did
action	in CTS	in global routing
pin swaps	1	1
hold buffers	0	0
buffers inserted	4	3
endpoints found under the setup margin	4	10
resized	11	11
## cells in the final DEF, fill, tap and decap left out, drive strengths merged, types with 2 or more instances in the layout
master         count
a22oi              4
a32o               4
buf               19
clkbuf             5
clkdlybuf4s50     11
dfrtp              9
dlygate4sd2        2
dlymetal6s2s       3
inv                2
nand2              7
nor2               2
o21ai              5
or2                2
## metrics by stage
step	instances	setup WS, ns
CTS	130	-0.194
global route	131	-0.265
finish	131	-0.212
floorplan	44	0.236
global placement	122	-0.222
detailed placement	122	-0.243
## cell type report
| type | instances | area, sq um |
|---|---|---|
| Inverter | 2 | 7.51 |
| Timing Repair Buffer | 36 | 325 |
| Tap cell | 50 | 62.6 |
| Sequential cell | 10 | 255 |
| Clock buffer | 4 | 55.1 |
| Fill cell | 425 | 3170 |
| Multi-Input combinational cell | 29 | 183 |
## worst max-delay path by stage
stage,slack [ns],cells past startpoint,endpoint,startpoint
CTS,-0.19,3,dispense,state_reg[4]$_DFF_PN0_
finish,-0.21,3,dispense,state_reg[1]$_DFF_PN0_
global route,-0.27,3,dispense,state_reg[1]$_DFF_PN0_
Power is estimated from default activity; no workload was simulated.
