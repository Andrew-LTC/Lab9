### /design/flow/config.mk
export PLATFORM = sky130hd
export DESIGN_NAME = mux_16x1_nbit
export DESIGN_NICKNAME = mux_16x1_nbit
export VERILOG_FILES = /design/flow/design.v
export SDC_FILE = /design/flow/constraint.sdc
export NUM_CORES = 4
export LEC_CHECK = 1
export CORE_AREA = 10 10 70 70
export DIE_AREA = 0 0 80 80
### /design/flow/constraint.sdc
current_design mux_16x1_nbit

set clk_period 2.3
set clk_io_pct 0.2

create_clock -name clk0 -period $clk_period

set non_clock_inputs [all_inputs -no_clocks]
set_input_delay [expr $clk_period * $clk_io_pct] -clock clk0 $non_clock_inputs
set_output_delay [expr $clk_period * $clk_io_pct] -clock clk0 [all_outputs]
### /design/flow/design.v
`timescale 1ns / 1ps
module mux_16x1_nbit
    #(parameter N = 4)(
    input [N-1:0] w0,w1,w2,w3,w4,w5,w6,w7,w8,w9,w10,w11,w12,w13,w14,w15,
    input [3:0] s,
    output reg [N-1:0] f
    );
    always @(w0,w1,w2,w3,w4,w5,w6,w7,w8,w9,w10,w11,w12,w13,w14,w15,s)
    begin
        case(s)
            4'b0000: f = w0;
            4'b0001: f = w1;
            4'b0010: f = w2;
            4'b0011: f = w3;
            4'b0100: f = w4;
            4'b0101: f = w5;
            4'b0110: f = w6;
            4'b0111: f = w7;
            4'b1000: f = w8;
            4'b1001: f = w9;
            4'b1010: f = w10;
            4'b1011: f = w11;
            4'b1100: f = w12;
            4'b1101: f = w13;
            4'b1110: f = w14;
            4'b1111: f = w15;
            default: f = 'bx;
        endcase
    end
endmodule
### /design/flow/run.sh
#!/bin/bash
# OpenROAD 26Q1-2900-gdf79404cd8, Yosys 0.63+post, stock flow scripts
make -C /OpenROAD-flow-scripts/flow DESIGN_CONFIG=/design/flow/config.mk WORK_HOME=/design/flow/orfs finish
==> results_tabular.tex <==
% Table of physical implementation metrics
\begin{tabular}{lr}
\hline
Metric & Value \\
\hline
\multicolumn{2}{l}{\textbf{Flow run}} \\
Number of warnings in the stage logs & 33 \\
Number of violations of the max-capacitance limit & 0 \\
\multicolumn{2}{l}{\textbf{Timing}} \\
PnR worst setup slack & 50.2 ps \\
RSZ-0062 raised after global routing & yes \\
Worst-margin pin slew & roughly 290 ps \\
Remaining max-slew budget at the tightest pin & just over 80\% \\
Crit path time final & between 2000 and 2500 ps \\
Number of setup violations in the final report & 0 \\
Peak clock frequency supported by timing & $\sim$440 MHz \\
Number of max-slew violations in the final report & 0 \\
Final critical-path share of the clock period & between 90\% and 100\% \\
Hold Fails Final Rpt & 0 \\
\multicolumn{2}{l}{\textbf{Min path}} \\
Hold crit path type & input port to primary output \\
\multicolumn{2}{l}{\textbf{Routing}} \\
WL/cell & between 15 and 20 µm \\
Highest metal layer with signal wires & met3 \\
Routed length on met3 & 360 µm \\
Remaining antenna violation count & 0 \\
Via count & 1150 \\
DRC marker count from the first detailed-route iteration & 63 \\
Met2 wire length & between 1500 and 2000 µm \\
Detailed Route WL & 3690 µm \\
Total inserted antenna cells & 0 \\
Average vias per placed instance & 4.79 \\
Routed metal-1 wire length & 1790 µm \\
Total iterations of the first detailed-routing run & 4 \\
Drt drc & 0 \\
\multicolumn{2}{l}{\textbf{Pwr}} \\
Static power due to leakage & about 0.75 nW \\
Worst ir drop on vdd & 75.3 µV \\
Power per Cell Area & 172 nW/µm² \\
\multicolumn{2}{l}{\textbf{Place}} \\
Routability congestion estimate & between 0.8 and 0.9 \\
Number of placed instances with taps included & 237 \\
Tally of buffers added on design ports & 72 \\
Half-perimeter wire length after placement & slightly above 3000 µm \\
Placed standard-cell area & between 1500 and 2000 µm² \\
Post-place setup slack & -673 ps \\
\multicolumn{2}{l}{\textbf{Worst setup path}} \\
Largest driver fanout on the critical path & 4 \\
Type of element launching the critical path & input port \\
Critical path arrival & roughly 1800 ps \\
Cells along the critical path & buf\_8 -> buf\_6 -> mux2\_4 -> a32o\_2 -> a41oi\_2 -> o311ai\_2 -> o22a\_1 -> buf\_2 \\
Crit path capture type & primary output \\
Critical path's slowest cell & mux2\_4 \\
WP data required & 1840 ps \\
Crit path kind & input port to primary output \\
Delay of the slowest cell on the worst path & 290 ps \\
\multicolumn{2}{l}{\textbf{Synth}} \\
Syn Std Cell Area & about 670 µm² \\
Cell count in the Yosys report & between 100 and 150 \\
Register area share after synthesis & 0\% \\
Average instance area after synthesis & 6.46 µm² \\
Number of warnings issued by yosys & 1 \\
Post-synth area from yosys stat & approximately 670 µm² \\
Post-synthesis instance total & 104 \\
Unique masters post-synth & 34 \\
\multicolumn{2}{l}{\textbf{Die}} \\
Site row count & 21 \\
IO Count & 72 \\
Overall die width & 80 µm \\
Die Y & 80 µm \\
Initial standard-cell utilization of the core & 19.7\% \\
Total core area & 3420 µm² \\
Overall chip area & 6400 µm² \\
\multicolumn{2}{l}{\textbf{GRT}} \\
Global-route usage over all layers & 10.8\% \\
Maximum number of pins on one net before global-route repair & 12 \\
Grt ovf & 0 \\
Antenna violations before repair & 0 \\
First-pass GRT wire length & 5720 µm \\
Vias in the first global route & $\sim$1.2k \\
\multicolumn{2}{l}{\textbf{Cells and area}} \\
Relative area change from synthesis to final layout & 164\% \\
Share of cells above drive strength 1 & 36.6\% \\
Count of clock buffers in the final design & 0 \\
Flop count & 0 \\
Logic cell area & approximately 760 µm² \\
Area used by sequential logic in the layout & 0 µm² \\
Total non-filler cell area in the finished layout & 1780 µm² \\
Tally of filler cells in the layout & approximately 310 \\
Final cell count without fillers & 240 \\
\multicolumn{2}{l}{\textbf{Outcome}} \\
Result of the run & completed \\
\multicolumn{2}{l}{\textbf{Clock tree}} \\
Cts-stage hold buffer count & 0 \\
\hline
\end{tabular}
-- Yosys cell counts (all sizes together) (2+ instances only) --
library cell   n  area share [%]
a31oi          3             2.8
inv            4             2.2
mux2i          4             6.0
nor2           8             4.5
nand3          6             4.5
nor2b          8             7.4
a22oi         10              11
mux2           6              11
buf            9             8.0
a21oi         10             7.4
o22ai          3             2.8
nor4           2             1.9
nor3           3             2.2
nand2          9             5.0
nand4          2             1.9
o32ai          3             3.9
o21ai          2             1.5
-- cells by family after synthesis --
group | Yosys count | synth area share [%]
AND/OR/NAND/NOR | 41 | 30.4
buffers and inverters | 13 | 10.2
AND-OR/OR-AND | 40 | 42.8
multiplexers | 10 | 16.6
-- layout make-up --
| class | count | area share, % |
|---|---|---|
| repair buffers | 99 | 53.2 |
| multi-input cells | 91 | 42.7 |
| inverters | 4 | 0.845 |
| well taps | 46 | 3.24 |
-- layout by cell type, fill, tap and decap left out, types with 3 or more instances in the layout --
cell / count
dlygate4sd2_1: 6
a21oi_1: 10
mux2i_1: 4
nor2_2: 3
clkdlybuf4s50_1: 52
mux2_4: 4
buf_6: 7
nor2b_1: 3
nand3_1: 5
buf_4: 19
nand2_1: 7
nor2b_2: 4
nor3_1: 3
nor2_1: 5
buf_2: 4
inv_1: 3
a22oi_2: 5
dlymetal6s2s_1: 6
a22oi_1: 5
-- per-layer routing --
metal | GRT usage (%) | vias up
met1 | 14.9 | 506
met3 | 4.09 | 0
met2 | 16.5 | 52
met5 | 0 | -
met4 | 0 | 0
li1 | - | 592
-- worst max-delay path, delay by kind of cell --
family / cells / cell delay (ps)
AOI/OAI and AO/OA: 4 / 710
buffers and inverters: 3 / 330
muxes: 1 / 290
-- worst paths after layout --
kind              endpoint  depth (start not counted)  slack, ps   from
setup / recovery      f[1]                          8         50   s[1]
hold / removal        f[0]                          6       1530  w6[0]
-- through the flow --
step	utilization (%)	total power, mW	hold WS [ps]	setup TNS [ps]
floorplan	-	0.0961	990	0
global placement	46.2	0.275	1880	-2550
detailed placement	46.2	0.277	1880	-2610
CTS	50.0	0.297	1590	0
global route	52.0	0.332	1610	-34.8
finish	52.0	0.306	1530	0
-- what timing repair did --
action	in CTS	in global routing
pin swaps	15	15
gates resized	57	27
buffers inserted	2	0
endpoints found under the hold margin	0	0
setup endpoints to repair	4	4
gates cloned	1	0
-- where the power goes --
part / switching (mW) / internal, mW
Sequential: 0 / 0
Combinational: 0.107 / 0.199
Clock: 0 / 0
Total: 0.107 / 0.199
Power is estimated from default activity; no workload was simulated.
